===== ./config.mk =====
export PLATFORM = sky130hd
export DESIGN_NAME = slr_rx_dat
export DESIGN_NICKNAME = slr_rx_dat
export VERILOG_FILES = /design/flow/design.v
export SDC_FILE = /design/flow/constraint.sdc
export NUM_CORES = 4
export LEC_CHECK = 1
export CORE_AREA = 10 10 431 431
export DIE_AREA = 0 0 441 441

===== ./constraint.sdc =====
current_design slr_rx_dat

set clk_period 18.1
set clk_io_pct 0.2

create_clock -name clk0 -period $clk_period [get_ports {clk_sys}]

set non_clock_inputs [all_inputs -no_clocks]
set_input_delay [expr $clk_period * $clk_io_pct] -clock clk0 $non_clock_inputs
set_output_delay [expr $clk_period * $clk_io_pct] -clock clk0 [all_outputs]

===== ./design.v =====
`timescale 1ns/1ps
module slr_rx_dat #
(
    parameter                       U_DLY = 1
)
(
    input                           clk_sys                     , 
    input                           rst_n                       , 
    input                    [63:0] local_time                  , 
    input                     [7:0] cfg_ins_length              , 
    input                           cfg_keyer_sel               ,
    input                     [7:0] cfg_pcm_header              , 
    input                     [7:0] cfg_dy_header               , 
    input                     [7:0] rx_data                     , 
    input                           rx_data_valid               , 
    output reg              [575:0] rxins_data                  , 
    output reg                      rxins_data_valid              
);
reg                          [15:0] overtime_cnt                ; 
reg                           [7:0] step_data                   ; 
reg                           [7:0] step_cnt                    ; 
always @ (posedge clk_sys or negedge rst_n)
begin
    if(rst_n == 1'b0)
        overtime_cnt <= #U_DLY 16'd0;
    else
        begin
            if(rx_data_valid == 1'b1)
                overtime_cnt <= #U_DLY 16'd0;
            else if(overtime_cnt < 16'd9735)  
                overtime_cnt <= #U_DLY overtime_cnt + 16'd1;
            else
                ;
        end
end
always @ (posedge clk_sys or negedge rst_n)
begin
    if(rst_n == 1'b0)
        step_data <= #U_DLY 8'd0;
    else
        begin
            if(cfg_keyer_sel == 1'b1)
                step_data <= #U_DLY cfg_ins_length - cfg_pcm_header;
            else
                step_data <= #U_DLY cfg_ins_length - cfg_dy_header;
        end
end
always @ (posedge clk_sys or negedge rst_n)
begin
    if(rst_n == 1'b0)
        step_cnt <= #U_DLY 8'd0;
    else
        begin 
            if(rx_data_valid == 1'b1)
                begin
                    if(step_cnt < step_data - 8'd1)
                        step_cnt <= step_cnt + 8'd1;
                    else
                        step_cnt <= #U_DLY 8'd0;
                end
            else if(overtime_cnt >= 16'd9735)
                step_cnt <= #U_DLY 8'd0;
            else
                ;
        end
end
always @ (posedge clk_sys or negedge rst_n)
begin
    if(rst_n == 1'b0)
        rxins_data <= #U_DLY 576'd0;
    else
        begin
            if(step_cnt == 8'd0)
                rxins_data[575:512] <= #U_DLY local_time;
            else
                ;
            if(rx_data_valid == 1'b1)
                rxins_data[(63-step_cnt)*8+:8] <= #U_DLY rx_data;
            else
                ;
        end
end
always @ (posedge clk_sys or negedge rst_n)
begin
    if(rst_n == 1'b0)
        rxins_data_valid <= #U_DLY 1'b0;
    else
        begin
            if((rx_data_valid == 1'b1) && (step_cnt == step_data - 8'd1))
                rxins_data_valid <= #U_DLY 1'b1;
            else
                rxins_data_valid <= #U_DLY 1'b0;
        end
end
endmodule 

===== ./run.sh =====
#!/bin/bash
# OpenROAD 26Q1-2900-gdf79404cd8, Yosys 0.63+post, stock flow scripts
make -C /OpenROAD-flow-scripts/flow DESIGN_CONFIG=/design/flow/config.mk WORK_HOME=/design/flow/orfs finish

==> flow_metrics.py <==
# Synthesis and PnR figures
metrics = {
    "run_status": {
        "outcome": "finished, final reports clean",
    },
    "flow_run": {
        "openroad.warnings": 32,
        "cap_viol_max_count": 0,
    },
    "drt": {
        "drt_iter0_drc": 982,
        "routed-via-count": 17800,
        "avgViaCountPerCell": 3.63,
        "firstDrtPassIters": 5,
        "drt-total-wl_um": 112000,
        "antenna_left": 0,
        "wl_per_cell_um": 22.8,
        "drc_errors": 0,
    },
    "cts": {
        "cts_tree": "yes",
        "cts_buffers": 75,
        "clk_pin_slew_ns": 0.06,
        "clock_latency_ns": 0.71,
        "cts_max_level": 3,
        "clockBufferDepth": 3,
        "post_cts_buffers": 0,
        "ctsResizeCount": 0,
        "cts-hold-fix-buffers": 0,
        "cts_sinks": 609,
        "cts-root-buf": "clkbuf_16",
    },
    "layout": {
        "fillers": 18700,
        "drive_gt1_share_pct": 31.5,
        "final_area_um2": 38100,
        "syn2layout_area_growth_pct": 47.0,
    },
    "synthesis": {
        "synthAoiAreaFrac_pct": 2.43,
        "fa_ha_area_share_pct": 1.33,
        "numSynthFlops": 609,
        "synth.distinct_cells": 64,
        "yosysWarnings": 1,
        "yosysCellCount": 1805,
        "synthArstFlopShare_pct": 100,
        "yosysTopAreaCell": "dfrtp_1",
        "xor_area_share_pct": 0.878,
        "ys_chip_area_um2": 25900,
        "simple_gate_area_share_pct": 8.07,
        "synth-edff-count": 0,
        "logic_family": "multiplexers",
        "syn_avg_cell_area_um2": 14.4,
        "syn_area_um2": 25900,
        "area_leaders": "dfrtp_1 (59%), mux2_2 (23%), mux2i_1 (2.2%)",
        "synthCells": 1805,
        "ys_seq_share_pct": 58.7,
        "ff_type": "dfrtp_1",
        "muxShareOfSynthArea_pct": 26.2,
        "top_cell_area_share_pct": 58.7,
    },
    "critical_path": {
        "worstPathMaxFanout": 26,
        "crit_type": "primary input to flop",
        "worst_path_dominant_cell_family": "simple AND/OR/NAND/NOR gates",
        "required_ns": 18.65,
        "cp.arrival_ns": 6.72,
        "path_buffers": 3,
        "start_kind": "primary input",
        "end_kind": "flop",
        "slowest_delay_ns": 0.59,
        "cp_slowest_cell": "o41ai_2",
        "crit_chain": "clkdlybuf4s50_1 > buf_4 > inv_1 > o41ai_2 > and2_1 > nand4_1 > mux2_2",
    },
    "floorplan": {
        "die_w_um": 441,
        "die_y_um": 441,
        "pin_count": 677,
        "initial_utilization_pct": 14.7,
        "coreArea_um2": 176000,
        "dieArea_um2": 194000,
        "rows": 154,
    },
    "grt": {
        "grt_pass1_vias": 18300,
        "grt_usage_pct": 11.3,
        "antenna_found_initial": 5,
        "globalRouteOverflowTotal": 0,
        "grt_max_degree": 122,
        "grt_pass1_wl_um": 152000,
    },
    "place": {
        "numPortBuffers": 676,
        "post_dp_cell_area_um2": 35600,
        "place_hpwl_um": 82300,
        "place_congestion": 0.836,
    },
    "final_timing": {
        "post-route-min-period_ns": 6.17,
        "skew_ns": 0.0328,
        "hold_viol": 0,
        "max_freq_mhz": 162,
        "setup_viol": 0,
        "rsz0062_at_grt": "false",
        "worstMarginPinSlew_ns": 0.901,
        "slew_headroom_pct": 39.8,
        "min_period_over_period_pct": 34.1,
        "worst_hold_slack_ns": 0.499,
        "slew_viol_final": 0,
        "final.setup.tns_ns": 0,
    },
    "power_and_ir_drop": {
        "ir_worst_vdd_v": 0.0000724,
        "powerDensity_nw_per_um2": 122,
        "p_leak_nw": 16.8,
    },
    "hold_path": {
        "min_path_type": "flop to flop",
    },
}
kinds of logic after synthesis:
family | count (synthesis)
compound gates | 104
xor+xnor | 26
fa+ha+maj | 27
buf+inv | 145
flops | 609
mux | 601
simple gates | 293
through the flow:
step	util (%)	std cells	power [mW]	setup slack (ns)
floorplan	-	1805	2.25	12.38
global placement	20.2	4759	3.15	11.33
detailed placement	20.2	4759	3.17	11.24
CTS	21.7	4893	4.75	11.99
global route	21.7	4894	4.87	11.75
finish	21.7	4896	4.64	11.93
registers in the layout, indices dropped and copies added (netlist names):
register	count
step_data	8
rxins_data_valid	1
step_cnt	8
rxins_data	576
overtime_cnt	16
synthesized netlist by cell type, drive strengths merged (10+ instances only):
| cell type | n |
|---|---|
| dfrtp | 609 |
| mux2 | 545 |
| clkbuf | 91 |
| nor2 | 63 |
| a21oi | 59 |
| mux2i | 56 |
| nor3 | 56 |
| nand2 | 38 |
| buf | 35 |
| nand3 | 27 |
| nor4 | 27 |
| ha | 26 |
| nand4 | 22 |
| inv | 19 |
| o21ai | 14 |
| or4 | 13 |
| xnor2 | 13 |
| xor2 | 13 |
| nor2b | 10 |
| or3 | 10 |
power by group:
group	internal [mW]	leakage [nW]	switching [mW]
logic	0.750	7.33	0.580
registers	1.62	8.19	0.152
clock network	0.906	1.25	0.634
total	3.27	16.8	1.37
final cells by class:
cell class                 count  area, µm²  share of cell area (%)
clock inverter                25        277                   0.725
antenna                        3       7.51                  0.0197
sequential                   609      15200                    39.9
timing repair buffer         740       7260                    19.0
multi-input combinational   1051      10100                    26.6
tap                         2340       2930                    7.67
inverter                      19       71.3                   0.187
clock buffer                 109       2240                    5.86
placed cells by master, fill, tap and decap left out, types with 25 or more instances in the layout:
| cell | instances |
|---|---|
| nand3_1 | 25 |
| a21oi_1 | 57 |
| dfrtp_1 | 609 |
| nor2_1 | 63 |
| mux2i_1 | 56 |
| buf_4 | 70 |
| clkbuf_16 | 76 |
| mux2_2 | 521 |
| nor3_4 | 30 |
| ha_1 | 26 |
| clkdlybuf4s50_1 | 667 |
| nand2_1 | 36 |
path summary, 6_finish.rpt:
check	start	end	slack, ns	cells after the start
setup / recovery	rx_data_valid	rxins_data[54]	11.93	7
hold / removal	rxins_data[270]	rxins_data[270]	0.50	1
setup reg to reg	step_cnt[2]	rxins_data[413]	13.13	10
hold reg to reg	rxins_data[270]	rxins_data[270]	0.50	1
max in group asynchronous	rst_n	rxins_data[136]	13.06	4
min in group asynchronous	rst_n	rxins_data[571]	2.90	1
metal layers:
| metal | track usage [%] | wire length, µm |
|---|---|---|
| met5 | 0 | 0 |
| met4 | 4.80 | 5900 |
| met3 | 2.67 | 5880 |
| met2 | 20.1 | 59900 |
| met1 | 12.8 | 39900 |
Power is estimated from default activity; no workload was simulated.
