File: design/flow/run.sh
#!/bin/bash
# OpenROAD 26Q1-2900-gdf79404cd8, Yosys 0.63+post, stock flow scripts
make -C /OpenROAD-flow-scripts/flow DESIGN_CONFIG=/design/flow/config.mk WORK_HOME=/design/flow/orfs finish
File: design/flow/config.mk
export PLATFORM = sky130hd
export DESIGN_NAME = fifo_gen
export DESIGN_NICKNAME = fifo_gen
export VERILOG_FILES = /design/flow/design.v
export SDC_FILE = /design/flow/constraint.sdc
export NUM_CORES = 4
export LEC_CHECK = 1
export CORE_UTILIZATION = 30
export SYNTH_MEMORY_MAX_BITS = 65536
File: design/flow/constraint.sdc
current_design fifo_gen

set clk_period 820.2
set clk_io_pct 0.2

create_clock -name clk0 -period $clk_period [get_ports {clk_sys}]

set non_clock_inputs [all_inputs -no_clocks]
set_input_delay [expr $clk_period * $clk_io_pct] -clock clk0 $non_clock_inputs
set_output_delay [expr $clk_period * $clk_io_pct] -clock clk0 [all_outputs]
File: design/flow/design.v
`timescale 1ns/1ns
module fifo_gen #
(
    parameter                       FIFO_MODE = "ST_FIFO"       ,  
    parameter                       DW = 16                     ,
    parameter                       DEPTH = 10               
)
(
    input                           clk_sys                     , 
    input                           rst_n                       , 
    input                           wr_en                       , 
    input                  [DW-1:0] wr_data                     , 
    input               [DEPTH-1:0] wr_pcnt                     , 
    output reg                      pfull                       , 
    output reg                      full                        , 
    output reg          [DEPTH-1:0] wr_cnt                      , 
    input                           rd_en                       , 
    output reg             [DW-1:0] rd_data                     , 
    output reg                      valid                       , 
    output reg                      empty                       , 
    output reg          [DEPTH-1:0] rd_cnt                        
);
localparam  U_DLY = 1;
localparam  FIFO_DEPTH = 1<<DEPTH;
reg                        [DW-1:0] fifo_mem [FIFO_DEPTH-1:0]   ; 
reg                       [DEPTH:0] wptr                         ; 
reg                       [DEPTH:0] wptr_reg                    ; 
reg                       [DEPTH:0] rptr                         ; 
reg                       [DEPTH:0] rptr_reg                    ; 
initial
begin
    wptr = 0;
    rptr = 0;
end
always @ (*)
begin
    if(rst_n == 1'b0)
        wptr = {(DEPTH+1){1'b0}};
    else if((wr_en == 1'b1) && (full == 1'b0))
        wptr = wptr_reg + {{(DEPTH){1'b0}},1'b1};
    else
        ;
end
always @ (posedge clk_sys or negedge rst_n)
begin
    if(rst_n == 1'b0)
        wptr_reg <= #U_DLY {(DEPTH+1){1'b0}};
    else
        wptr_reg <= #U_DLY wptr;
end
always @ (posedge clk_sys)
begin
    if((wr_en == 1'b1) && (full == 1'b0))
        fifo_mem[wptr_reg[DEPTH-1:0]] <= #U_DLY wr_data;
    else
        ;
end
always @ (*)
begin
    if(rst_n == 1'b0)
        rptr = {(DEPTH+1){1'b0}};
    else if((rd_en == 1'b1) && (empty == 1'b0))
        rptr = rptr_reg + {{(DEPTH){1'b0}},1'b1};
    else
        ;
end
always @ (posedge clk_sys or negedge rst_n)
begin
    if(rst_n == 1'b0)
        rptr_reg <= #U_DLY {(DEPTH+1){1'b0}};
    else
        rptr_reg <= #U_DLY rptr;
end
generate
if(FIFO_MODE == "ST_FIFO")
begin:st_fifo
always @ (posedge clk_sys or negedge rst_n)
begin
    if(rst_n == 1'b0)
        rd_data <= #U_DLY {DW{1'b0}};
    else
        begin
            if((rd_en == 1'b1) && (empty == 1'b0))
                rd_data <= #U_DLY fifo_mem[rptr_reg[DEPTH-1:0]];
            else
                ;
        end
end 
always @ (posedge clk_sys or negedge rst_n)
begin
    if(rst_n == 1'b0)
        valid <= #U_DLY 1'b0;
    else
        begin
            if((rd_en == 1'b1) && (empty == 1'b0))
                valid <= #U_DLY 1'b1;
            else
                valid <= #U_DLY 1'b0;
        end
end
end
else if(FIFO_MODE == "FWFT_FIFO")
begin:fwft_fifo
always @ (posedge clk_sys or negedge rst_n)
begin
    if(rst_n == 1'b0)
        rd_data <= #U_DLY {DW{1'b0}};
    else
        rd_data <= #U_DLY fifo_mem[rptr[DEPTH-1:0]];
end 
always @ (posedge clk_sys or negedge rst_n)
begin
    if(rst_n == 1'b0)
        valid <= #U_DLY 1'b0;
    else
        begin
            if((wptr - rptr) > {(DEPTH+1){1'b0}})
                valid <= #U_DLY 1'b1;
            else
                valid <= #U_DLY 1'b0;
        end
end
end
endgenerate
always @ (posedge clk_sys or negedge rst_n)
begin
    if(rst_n == 1'b0)
        full <= #U_DLY 1'b0;
    else
        begin
            if((wptr[DEPTH-1:0] + {{(DEPTH-1){1'b0}},1'b1}) == rptr[DEPTH-1:0])
                full <= #U_DLY 1'b1;
            else
                full <= #U_DLY 1'b0;
        end
end
always @ (posedge clk_sys or negedge rst_n)
begin
    if(rst_n == 1'b0)
        wr_cnt <= #U_DLY {DEPTH{1'b0}};
    else
        wr_cnt <= #U_DLY wptr - rptr;
end
always @ (posedge clk_sys or negedge rst_n)
begin
    if(rst_n == 1'b0)
        pfull <= #U_DLY 1'b0;
    else
        begin
            if(wr_cnt >= wr_pcnt)
                pfull <= #U_DLY 1'b1;
            else
                pfull <= #U_DLY 1'b0;
        end
end
always @ (posedge clk_sys or negedge rst_n)
begin
    if(rst_n == 1'b0)
        empty <= #U_DLY 1'b1;
    else
        begin
            if((rptr[DEPTH] == wptr[DEPTH]) && (rptr[DEPTH-1:0] == wptr[DEPTH-1:0]))
                empty <= #U_DLY 1'b1;
            else
                empty <= #U_DLY 1'b0;
        end
end
always @ (posedge clk_sys or negedge rst_n)
begin
    if(rst_n == 1'b0)
        rd_cnt <= #U_DLY {DEPTH{1'b0}};
    else
        rd_cnt <= #U_DLY wptr - rptr;
end
endmodule
==> results.toml <==
# generated from flow reports
[layout]
area.growth.synth_to_final_pct = 15.5
fill_cells = 190000
largest_reg_flops = 16400
drive_above_1_share = 0.276
postLayoutCellArea_sq_um = 729000
layout.cells.most_common = "sky130_fd_sc_hd__edfxtp_1"
post_route_utilization = 0.347
top_library_cells_by_usage_in_the_layout_fill_and_taps_aside = "16400 x sky130_fd_sc_hd__edfxtp_1, 3891 x sky130_fd_sc_hd__mux4_2, 2206 x sky130_fd_sc_hd__buf_4"

[drt]
wl_per_cell_um = 31.8
count_of_vias_placed_by_the_detailed_router = 307000
drt-pass1-iter-count = 8
postRouteWirelength_um = 1910000
dr_wl_met3_um = 423000
detail_route.drc_violations = 0
route.detailed.vias_per_inst = 5.12
drt_first_iter_violations = 22700
m1WireLength_um = 526000
max_layer_used = "met5"
antenna_left = 0
met2WireLength_um = 851000

[yosys]
async_set_or_reset_register_ratio_after_synthesis = 0.00316
ys.warnings.count = 1
synth_area_per_cell_sq_um = 22.4
enable_flop_cells = 16400
synth_top_area_share = 0.780
yosysChipArea_sq_um = 631000
yosysCellCount = 28100
cell_accounting_for_the_most_synthesized_area = "sky130_fd_sc_hd__edfxtp_1"
ff_type = "sky130_fd_sc_hd__edfxtp_1"
synth_cell_types = 87
synth-seq-cells = 16500
syn-cell-area_sq_um = 631000
post_synthesis_instance_total = 28100
area_leaders = "sky130_fd_sc_hd__edfxtp_1 78%, sky130_fd_sc_hd__mux4_2 14%, sky130_fd_sc_hd__mux2i_1 1.8%, sky130_fd_sc_hd__nor2_1 0.71%, sky130_fd_sc_hd__a22oi_1 0.60%"

[setup_path]
cp-start-kind = "input pin"
cp_slowest_cell = "sky130_fd_sc_hd__nor2_1"
critPathRequiredTime_ps = 821250
rr_worst_depth = 16
end_of_the_worst_register_to_register_path = "rd_data[14]$_DFFE_PN0P_"
arrival_ps = 168570
crit_path_max_fanout = 9
crit_path_max_incr_delay_ps = 690
critical_path_class = "input pin to flip-flop"
r2r-start = "rptr_reg[1]$_DFF_PN0_"
critical-path-top-cell-by-count = "sky130_fd_sc_hd__buf_4"
endpoint_kind = "flip-flop"
critical_path_cell_sequence = "clkdlybuf4s50_1 -> nor2b_1 -> buf_4 -> and2_1 -> nand2_4 -> buf_4 -> buf_4 -> buf_4 -> nor2_1 -> buf_4"
timing.reg2reg.setup_slack_ps = 809510

[clock_tree]
cts.root.buffer_cell = "sky130_fd_sc_hd__clkbuf_16"
worst_skew_pair.late_latency_ps = 1390
resized_cells_post_cts = 0
post-cts-setup-buffer-count = 0
tritoncts = "built"
clockBufferDepth = 6
cts.clk_slew.worst_paths_ps = 60
ctsHoldBuffers = 0
cts-htree-levels = 7
numCtsBuffers = 1648

[final_timing]
worst_case_clock_skew_ps = 97.5
setup-tns-final_ps = 0
worst-slew-pin-transition_ps = 1450
setup_repair_after_global_routing_missed_its_margin = "no"
highest_clock_frequency_the_design_can_meet_mhz = 5.97
number_of_register_pins_that_no_clock_reaches = 22
final_period_minus_worst_setup_slack_ps = 167520
fin_hold_viols = 0
maxSlewHeadroom = 0.0305
period_used_share = 0.204
final_max_slew_viol_count = 0
unconstrained_endpoints = 56
setup_violations = 0

[place]
detailedPlacementHpwl_um = 1240000
postPlaceCellArea_sq_um = 675000
io_buffers = 69
place_congestion = 0.952

[global_route]
vias_in_the_first_global_route = 343000
grt_pass1_wl_um = 2650000
globalRouteOverflowTotal = 0
antenna_found_initial = 203
grt_use_total = 0.193
grt_max_degree = 102

[min_path]
hold_path.startpoint = "rd_data[11]$_DFFE_PN0P_"
worst_hold_path_type = "flip-flop to flip-flop"
worst_hold_path.num_cells = 2
worst_hold_path.endpoint = "rd_data[11]$_DFFE_PN0P_"

[pwr]
vdd_ir_drop_max_mv = 0.00208
total_leakage_power_nw = 222
powerDensity_nw_per_um2 = 2.33

[run]
drv.max_cap_violation_count = 0
warnings = 36

[floorplanning]
vertical_die_dimension_um = 1450
core_rows = 532
design.core.area_sq_um = 2100000
design.die.area_sq_um = 2110000
floorplan.initialDensity = 0.301
pin_count = 70
die_w_um = 1450

[outcome]
status = "complete, no violations"
## per-layer routing
| metal | vias up | global-route usage |
|---|---|---|
| li1 | 124000 | - |
| met1 | 155000 | 0.173 |
| met2 | 24100 | 0.273 |
| met3 | 3671 | 0.198 |
| met4 | 299 | 0.0843 |
| met5 | - | 0.0317 |
## area by class of cell
class	instances	area, sq um	area share
diodes	367	918	0.00126
clock buffers	1917	42700	0.0586
clock inverters	1015	10000	0.0137
inverters	35	149	0.000204
multi-input cells	9915	128000	0.176
flip-flops and latches	16500	494000	0.677
well taps	28000	35100	0.0481
repair buffers	2317	18200	0.0249
## Yosys cell counts (12+ instances only)
cell / n
sky130_fd_sc_hd__nor2_1: 1195
sky130_fd_sc_hd__o21a_1: 34
sky130_fd_sc_hd__a221oi_1: 170
sky130_fd_sc_hd__buf_8: 16
sky130_fd_sc_hd__and2_1: 44
sky130_fd_sc_hd__buf_6: 217
sky130_fd_sc_hd__inv_1: 32
sky130_fd_sc_hd__a32oi_1: 32
sky130_fd_sc_hd__o211ai_1: 53
sky130_fd_sc_hd__nand2b_1: 18
sky130_fd_sc_hd__o221ai_1: 143
sky130_fd_sc_hd__buf_1: 143
sky130_fd_sc_hd__xnor2_1: 23
sky130_fd_sc_hd__o22ai_1: 347
sky130_fd_sc_hd__mux2i_1: 1134
sky130_fd_sc_hd__clkbuf_1: 600
sky130_fd_sc_hd__a22oi_1: 502
sky130_fd_sc_hd__nand3_1: 209
sky130_fd_sc_hd__nand2_1: 594
sky130_fd_sc_hd__a22o_1: 133
sky130_fd_sc_hd__nor2b_1: 25
sky130_fd_sc_hd__a31oi_1: 88
sky130_fd_sc_hd__o21ai_0: 171
sky130_fd_sc_hd__mux2_2: 52
sky130_fd_sc_hd__or2_2: 13
sky130_fd_sc_hd__a21oi_1: 396
sky130_fd_sc_hd__edfxtp_1: 16400
sky130_fd_sc_hd__buf_4: 309
sky130_fd_sc_hd__mux4_2: 3891
sky130_fd_sc_hd__dfrtp_1: 51
sky130_fd_sc_hd__a21o_1: 12
sky130_fd_sc_hd__a211oi_1: 171
sky130_fd_sc_hd__or3_1: 22
sky130_fd_sc_hd__nand4_1: 64
sky130_fd_sc_hd__dlxtn_1: 22
sky130_fd_sc_hd__a311oi_1: 19
sky130_fd_sc_hd__or4_1: 22
sky130_fd_sc_hd__nor3_1: 54
sky130_fd_sc_hd__buf_2: 429
sky130_fd_sc_hd__and3_1: 59
sky130_fd_sc_hd__nor4_1: 47
sky130_fd_sc_hd__ha_1: 25
## power breakdown
group          internal (mW)  total [mW]  switching (mW)
registers              0.924       0.924        0.000170
clock network          0.430       0.743           0.312
logic                0.00777      0.0347          0.0269
## per-stage QoR
stage / cells / hold WS, ps / worst slack, ps / total power, mW
after floorplan: 28100 / 446 / 653260 / 0.952
after global placement: 56800 / 563 / 651460 / 0.976
after detailed placement: 56800 / 585 / 651360 / 0.976
after CTS: 59700 / 600 / 652780 / 1.71
after global routing: 59900 / 626 / 652600 / 1.74
final: 60100 / 603 / 652690 / 1.70
## worst max path at each step
stage / endpoint / depth (start not counted) / slack [ps] / start
after CTS: fifo_mem[87][10]$_DFFE_PP_ / 10 / 652780 / wr_en
after global routing: fifo_mem[87][10]$_DFFE_PP_ / 10 / 652600 / wr_en
final: fifo_mem[87][15]$_DFFE_PP_ / 10 / 652690 / wr_en
## worst max-delay path: cells and delay by family
kind          cells  cell delay [ps]
buf+inv           6             2440
simple gates      4             1920
## logic make-up after synthesis
| group | after synthesis | share of synthesized area |
|---|---|---|
| latches | 22 | 0.000523 |
| AND/OR/NAND/NOR | 2411 | 0.0165 |
| buffers and inverters | 1755 | 0.0161 |
| XOR/XNOR | 32 | 0.000444 |
| adder cells (fa/ha/maj) | 26 | 0.000527 |
| flip-flops | 16400 | 0.782 |
| AND-OR/OR-AND | 2360 | 0.0262 |
| multiplexers | 5086 | 0.158 |
No activity file was given, so power comes from the tool's default toggle rates.
