===== /design/flow/constraint.sdc =====
current_design sdpbram_gen

set clk_period 6.6
set clk_io_pct 0.2

create_clock -name clk0 -period $clk_period [get_ports {clk_sys}]

set non_clock_inputs [all_inputs -no_clocks]
set_input_delay [expr $clk_period * $clk_io_pct] -clock clk0 $non_clock_inputs
set_output_delay [expr $clk_period * $clk_io_pct] -clock clk0 [all_outputs]

===== /design/flow/config.mk =====
export PLATFORM = sky130hd
export DESIGN_NAME = sdpbram_gen
export DESIGN_NICKNAME = sdpbram_gen
export VERILOG_FILES = /design/flow/design.v
export SDC_FILE = /design/flow/constraint.sdc
export NUM_CORES = 4
export LEC_CHECK = 1
export CORE_UTILIZATION = 50
export SYNTH_MEMORY_MAX_BITS = 65536

===== /design/flow/design.v =====
`timescale 1ns/1ns
module sdpbram_gen #
(
    parameter                       U_DLY = 1                   ,
    parameter                       DW = 16                     ,
    parameter                       DEPTH = 10               
)
(
    input                           clk_sys                     , 
    input                           rst_n                       , 
    input                           wr_en                       , 
    input               [DEPTH-1:0] wr_addr                     , 
    input                  [DW-1:0] wr_data                     , 
    input                           rd_en                       , 
    input               [DEPTH-1:0] rd_addr                     , 
    output reg             [DW-1:0] rd_data                       
);
localparam  MEM_DEPTH = 1<<DEPTH;
reg                        [DW-1:0] bram_mem [MEM_DEPTH-1:0]        ; 
always @ (posedge clk_sys)
    if(wr_en == 1'b1)
        bram_mem[wr_addr] <= #U_DLY wr_data;
    else
        ;
always @ (posedge clk_sys or negedge rst_n)
begin
    if(rst_n == 1'b0)
        rd_data <= #U_DLY {DW{1'b0}};
    else
        begin
            if(rd_en == 1'b1)
                rd_data <= #U_DLY bram_mem[rd_addr];
            else
                ;
        end
end
endmodule 

===== /design/flow/run.sh =====
#!/bin/bash
# OpenROAD 26Q1-2900-gdf79404cd8, Yosys 0.63+post, stock flow scripts
make -C /OpenROAD-flow-scripts/flow DESIGN_CONFIG=/design/flow/config.mk WORK_HOME=/design/flow/orfs finish

==> results_dict.tcl <==
# yosys + openroad results
set metrics [dict create \
    wire_per_inst_um 43.8 \
    drive_gt1_frac 0.309 \
    drc_errors 0 \
    failed_checks "max-capacitance violations, max-slew violations" \
    grt_first_pass_wirelength_mm 2900 \
    async_flop_share 0.000976 \
    viasPerCell 6.49 \
    worstPathArrival_ns 7.33 \
    p_seq_frac 0.523 \
    cts_buffers 1713 \
    num-fill-cells 88233 \
    fp.dieW_mm 1.12 \
    p_int_mw 171 \
    p_sw_frac 0.220 \
    ys_ff 16400 \
    layout_top_cell "edfxtp_1" \
    synthToLayoutAreaGrowth_pct 14.7 \
    ys_cells 27779 \
    fin_util 0.576 \
    drt-total-wl_mm 2150 \
    relSlewSlack -0.246 \
    cp.required_ns 7.87 \
    hold_viol_final 0 \
    core_sq_um 1250000 \
    first_pass_iters 6 \
    reg2reg_depth 10 \
    htree_num_levels 7 \
    grt_pass1_vias 342987 \
    min_period_ns 6.06 \
    ant_nets 0 \
    syn_inst 27779 \
    fmax_mhz 165 \
    place_inst 45635 \
    rows 411 \
    finalNonFillerCells 49120 \
    max_slew.worst_pin.slew_ns 1.86 \
    grt_usage 0.391 \
    fp_util 0.502 \
    postSynthSeqShare 0.783 \
    p_clk_frac 0.419 \
    cp-end-kind "flip-flop" \
    synth-edff-count 16384 \
    share_comb_of_total_power 0.058 \
    port_buffers 55 \
    cts-hold-fix-buffers 0 \
    chipArea_sq_um 1260000 \
    gp_congestion 0.999 \
    syn_avg_cell_area_sq_um 22.6 \
    yosysUniqueCellTypes 75 \
    grt_antenna_before_repair 291 \
    insertion_delay_ns 1.38 \
    synth_chip_area_sq_um 629000 \
    first_iter_violations 25066 \
    setup_viol_count_final 0 \
    yosys_warnings 1 \
    cts_tree "yes" \
    final_layout_top_logic_cells "edfxtp_1 (16384), mux4_2 (3930), buf_4 (2471)" \
    worstSetupStartpointType "input port" \
    timing_worst_setup_path_type "input port to flip-flop" \
    clockBufferDepth 6 \
    leakage_nw 227 \
    cp_max_fo 31 \
    postCtsSetupBuffers 0 \
    vias 318804 \
    fin_skew_ns 0.167 \
    root_buffer "clkbuf_16" \
    clk_pin_slew_worst_paths_ns 0.07 \
    p_per_area_nw_per_um2 304 \
    io_pins 56 \
    rsz0062_at_grt "no" \
    cts_num_sinks 16400 \
    grt-ovfl-total 0 \
    irDropWorstVdd_mv 0.279 \
    switchingPower_mw 48.3 \
    die_h_mm 1.12 \
    fin_crit_sh 0.918 \
    drv_cap 7 \
    postCtsResizedCells 0 \
    status "complete, but fails checks" \
    dp_hpwl_mm 1390 \
    hold_path.class "input port to async pin" \
    slew_viol_final 21 \
    grt_max_degree 129 \
    syn_area_sq_um 629000 \
    warnings 179 \
    synth_top_flop_cell "edfxtp_1" \
]
==> area by class of cell <==
class                   count  area [sq um]  share of cell area
flip-flops and latches  16400        492000               0.682
multi-input cells        9652        129000               0.179
clock buffers            2099         44800              0.0621
repair buffers           2846         25600              0.0355
well taps               16726         20900              0.0290
clock inverters           945          7590              0.0105
diodes                    441          1100             0.00153
inverters                  11          76.3            0.000106
==> path summary, 6_finish.rpt <==
path | endpoint | slack (ns) | start
setup / recovery | rd_data[11] | 0.54 | rd_addr[2]
hold / removal | rd_data[12] | 0.18 | rst_n
setup reg to reg | rd_data[5] | 1.91 | bram_mem[824][5]
hold reg to reg | rd_data[14] | 0.84 | rd_data[14]
max in group asynchronous | rd_data[6] | 5.80 | rst_n
min in group clk0 | bram_mem[354][8] | 0.47 | wr_data[8]
==> sequential cells by signal, indices dropped and copies added, names as in the netlist <==
| name | count |
|---|---|
| bram_mem | 16384 |
| rd_data | 16 |
==> synth_stat cells (all sizes together), types with 7 or more instances <==
master	number	share of area
a2111oi	23	0.00033
a211o	19	0.00026
a211oi	116	0.0014
a21oi	361	0.0029
a221oi	171	0.0024
a22o	114	0.0016
a22oi	607	0.0072
a311oi	10	0.00014
a31oi	78	0.00078
a32oi	38	0.00053
a41oi	9	0.00013
and2	44	0.00044
and3	30	0.00030
buf	1048	0.012
clkbuf	668	0.0040
dfrtp	16	0.00064
edfxtp	16384	0.78
inv	10	0.000060
mux2	28	0.00050
mux2i	1070	0.017
mux4	3930	0.14
nand2	418	0.0025
nand2b	21	0.00021
nand3	218	0.0017
nand3b	7	0.000084
nand4	61	0.00061
nor2	1152	0.0069
nor2b	36	0.00036
nor3	118	0.00094
nor3b	7	0.000084
nor4	39	0.00039
o2111ai	19	0.00026
o211ai	26	0.00031
o21ai	196	0.0016
o221ai	227	0.0032
o22a	7	0.000098
o22ai	318	0.0032
o311ai	13	0.00018
o31ai	23	0.00027
o32ai	12	0.00017
o41ai	7	0.000098
or2	9	0.000090
or3	13	0.00013
or3b	7	0.000098
or4	12	0.00014
==> stage by stage <==
stage	worst slack (ns)	total power [mW]	TNS, ns	hold slack (ns)	instance area, sq um
after floorplan	2.45	122	0	0.430	629000
after detailed placement	-0.556	129	-1.81	0.775	668000
after global routing	0.520	224	0	0.144	721000
after CTS	0.862	220	0	0.0860	720000
final	0.538	219	0	0.182	721000
after global placement	-0.651	129	-2.80	0.818	668000
==> power groups by stage <==
stage         Sequential, mW  Clock [mW]  Combinational [mW]
CTS                      115        92.5                12.4
global route             115        96.3                13.0
finish                   115        91.7                12.7
==> cell families after synthesis <==
logic type             Yosys count  synth area share
AOI/OAI and AO/OA             2424            0.0274
buffers and inverters         1727            0.0161
muxes                         5028             0.158
DFF                          16400             0.783
and+or+nand+nor               2200            0.0151
==> metal layers <==
layer  GRT usage  up-vias  part of all wire
met1       0.407   160888              0.26
met5       0.140        -            0.0094
li1            -   125129                 -
met3       0.377     5213              0.23
met4       0.220      483             0.073
met2       0.495    27091              0.44
==> critical path: stages <==
cell      delay [ns]
buf_8           0.34
and2_4          1.10
buf_12          0.41
buf_4           0.36
a22oi_1         0.25
a21oi_1         0.79
nor3_1          0.23
a31oi_2         0.90
nand4_1         1.02
o311ai_1        0.31
Power figures rest on the tool's default switching activity, not on a simulated workload.
