--- ./constraint.sdc ---
current_design inst_tx_top

set clk_period 51.1
set clk_io_pct 0.2

create_clock -name clk0 -period $clk_period [get_ports {clk_sys}]

set non_clock_inputs [all_inputs -no_clocks]
set_input_delay [expr $clk_period * $clk_io_pct] -clock clk0 $non_clock_inputs
set_output_delay [expr $clk_period * $clk_io_pct] -clock clk0 [all_outputs]
--- ./design.v ---
`timescale 1ns/1ps
module inst_tx2dy #
(
    parameter                       U_DLY = 1                   
)
(
    input                           clk_sys                     , 
    input                           rst_n                       , 
    input                    [15:0] cfg_ins_length              ,  
    input                   [511:0] dy_inst_data                , 
    input                           dy_inst_data_valid          , 
    output reg              [127:0] dy_tx_data                  , 
    output reg                      dy_tx_data_valid              
);
always @ (posedge clk_sys or negedge rst_n)
begin
    if(rst_n == 1'b0)
        dy_tx_data <= #U_DLY 8'd0;
    else
        dy_tx_data <= #U_DLY dy_inst_data[511:384];
end
always @ (posedge clk_sys or negedge rst_n)
begin
    if(rst_n == 1'b0)
        dy_tx_data_valid <= #U_DLY 1'b0;
    else
        begin
            if(dy_inst_data_valid == 1'b1)
                dy_tx_data_valid <= #U_DLY 1'b1;
            else
                dy_tx_data_valid <= #U_DLY 1'b0;
        end
end
endmodule
`timescale 1ns/1ps
module inst_tx2pcm #
(
    parameter                       U_DLY = 1                   
)
(
    input                           clk_sys                     , 
    input                           rst_n                       , 
    input                    [15:0] cfg_ins_length              ,  
    input                   [511:0] pcm_inst_data               , 
    input                           pcm_inst_data_valid         , 
    output reg              [511:0] pcm_tx_data                 , 
    output reg                      pcm_tx_data_valid             
);
always @ (posedge clk_sys or negedge rst_n)
begin
    if(rst_n == 1'b0)
        pcm_tx_data <= #U_DLY 512'd0;
    else
        pcm_tx_data <= #U_DLY pcm_inst_data[511:0];
end
always @ (posedge clk_sys or negedge rst_n)
begin
    if(rst_n == 1'b0)
        pcm_tx_data_valid <= #U_DLY 1'b0;
    else
        begin
            if(pcm_inst_data_valid == 1'b1)
                pcm_tx_data_valid <= #U_DLY 1'b1;
            else
                pcm_tx_data_valid <= #U_DLY 1'b0;
        end
end
endmodule
`timescale 1ns/1ps
module inst_tx_ctrl #
(
    parameter                       U_DLY = 1                   
)
(
    input                           clk_sys                     , 
    input                           rst_n                       , 
    input                    [15:0] cfg_ins_txcnt               ,  
    input                    [31:0] cfg_ins_waittime            ,  
    input                           cfg_keyer_sel               ,  
    input                    [63:0] local_time                  , 
    input                   [511:0] inst_data                   , 
    input                           inst_data_valid             , 
    output reg              [575:0] log_inst_data               , 
    output reg                      log_inst_data_valid         , 
    output                  [511:0] pcm_inst_data               , 
    output reg                      pcm_inst_data_valid         , 
    output                  [511:0] dy_inst_data                , 
    output reg                      dy_inst_data_valid          , 
    output reg                      debug_tx_overflow             
);
reg                         [511:0] inst_data_latch             ; 
reg                                 step_en                     ; 
reg                          [15:0] step_cnt                    ; 
reg                          [31:0] ins_waitcnt                 ; 
reg                                 ins_txen                    ; 
always @ (posedge clk_sys or negedge rst_n)
begin
    if(rst_n == 1'b0)
        inst_data_latch <= #U_DLY 512'd0;
    else
        begin
            if((inst_data_valid == 1'b1) && (step_en == 1'b0))
                inst_data_latch <= #U_DLY inst_data;
            else
                ;
        end
end
always @ (posedge clk_sys or negedge rst_n)
begin
    if(rst_n == 1'b0)
        step_en <= #U_DLY 1'b0;
    else
        begin
            if(inst_data_valid == 1'b1)
                step_en <= #U_DLY 1'b1;
            else if((step_cnt >= cfg_ins_txcnt) && (ins_waitcnt >= cfg_ins_waittime))
                step_en <= #U_DLY 1'b0;
            else
                ;
        end 
end
always @ (posedge clk_sys or negedge rst_n)
begin
    if(rst_n == 1'b0)
        step_cnt <= #U_DLY 16'd0;
    else
        begin
            if(step_en == 1'b1)
                begin
                    if(ins_txen == 1'b1)
                        step_cnt <= #U_DLY step_cnt + 16'd1;
                    else
                        ;
                end
            else
                step_cnt <= #U_DLY 16'd0;
        end
end
always @ (posedge clk_sys or negedge rst_n)
begin
    if(rst_n == 1'b0)
        ins_waitcnt <= #U_DLY 32'd0;
    else
        begin
            if((step_en == 1'b1) && (ins_waitcnt < cfg_ins_waittime))
                ins_waitcnt <= #U_DLY ins_waitcnt + 32'd1;
            else
                ins_waitcnt <= #U_DLY 32'd0;
        end
end
always @ (posedge clk_sys or negedge rst_n)
begin
    if(rst_n == 1'b0)
        ins_txen <= #U_DLY 1'b0;
    else
        begin
            if((step_en == 1'b1) && (ins_waitcnt == 32'd1))
                ins_txen <= #U_DLY 1'b1;
            else
                ins_txen <= #U_DLY 1'b0;
        end
end
always @ (posedge clk_sys or negedge rst_n)
begin
    if(rst_n == 1'b0)
        log_inst_data <= #U_DLY 576'd0;
    else
        log_inst_data <= #U_DLY {local_time,inst_data_latch};
end
always @ (posedge clk_sys or negedge rst_n)
begin
    if(rst_n == 1'b0)
        log_inst_data_valid <= #U_DLY 1'b0;
    else
        begin
            if(ins_txen == 1'b1)
                log_inst_data_valid <= #U_DLY 1'b1;
            else
                log_inst_data_valid <= #U_DLY 1'b0;
        end
end
assign pcm_inst_data = inst_data_latch;
always @ (posedge clk_sys or negedge rst_n)
begin
    if(rst_n == 1'b0)
        pcm_inst_data_valid <= #U_DLY 1'b0;
    else
        begin
            if((cfg_keyer_sel == 1'b1) && (ins_txen == 1'b1))
                pcm_inst_data_valid <= #U_DLY 1'b1;
            else
                pcm_inst_data_valid <= #U_DLY 1'b0;
        end
end
assign dy_inst_data = inst_data_latch;
always @ (posedge clk_sys or negedge rst_n)
begin
    if(rst_n == 1'b0)
        dy_inst_data_valid <= #U_DLY 1'b0;
    else
        begin
            if((cfg_keyer_sel == 1'b0) && (ins_txen == 1'b1))
                dy_inst_data_valid <= #U_DLY 1'b1;
            else
                dy_inst_data_valid <= #U_DLY 1'b0;
        end
end
always @ (posedge clk_sys or negedge rst_n)
begin
    if(rst_n == 1'b0)
        debug_tx_overflow <= #U_DLY 1'b0;
    else
        begin
            if((step_en == 1'b1) && (inst_data_valid == 1'b1))
                debug_tx_overflow <= #U_DLY 1'b1;
            else
                debug_tx_overflow <= #U_DLY 1'b0;
        end
end
endmodule 
`timescale 1ns/1ps
module inst_tx_top #
(
    parameter                       U_DLY = 1                   
)
(
    input                           clk_sys                     , 
    input                           rst_n                       , 
    input                    [15:0] cfg_ins_txcnt               ,  
    input                    [15:0] cfg_ins_length              ,  
    input                    [31:0] cfg_ins_waittime            ,  
    input                           cfg_keyer_sel               ,  
    input                    [63:0] local_time                  , 
    input                   [511:0] inst_data                   , 
    input                           inst_data_valid             , 
    output                  [575:0] log_inst_data               , 
    output                          log_inst_data_valid         , 
    output                  [511:0] pcm_tx_data                 , 
    output                          pcm_tx_data_valid           , 
    output                  [127:0] dy_tx_data                  , 
    output                          dy_tx_data_valid            , 
    output                          debug_tx_overflow             
);
wire                        [511:0] pcm_inst_data               ; 
wire                                pcm_inst_data_valid         ; 
wire                        [511:0] dy_inst_data                ; 
wire                                dy_inst_data_valid          ; 
inst_tx_ctrl #
(
    .U_DLY                          (U_DLY                      )  
)
u_inst_tx_ctrl
(
    .clk_sys                        (clk_sys                    ),  
    .rst_n                          (rst_n                      ),  
    .cfg_ins_txcnt                  (cfg_ins_txcnt[15:0]        ),  
    .cfg_ins_waittime               (cfg_ins_waittime[31:0]     ),  
    .cfg_keyer_sel                  (cfg_keyer_sel              ),  
    .local_time                     (local_time[63:0]           ),  
    .inst_data                      (inst_data[511:0]           ),  
    .inst_data_valid                (inst_data_valid            ),  
    .log_inst_data                  (log_inst_data[575:0]       ),  
    .log_inst_data_valid            (log_inst_data_valid        ),  
    .pcm_inst_data                  (pcm_inst_data[511:0]       ),  
    .pcm_inst_data_valid            (pcm_inst_data_valid        ),  
    .dy_inst_data                   (dy_inst_data[511:0]        ),  
    .dy_inst_data_valid             (dy_inst_data_valid         ),  
    .debug_tx_overflow              (debug_tx_overflow          )   
);
inst_tx2pcm #
(
    .U_DLY                          (U_DLY                      )  
)
u_inst_tx2pcm
(
    .clk_sys                        (clk_sys                    ),  
    .rst_n                          (rst_n                      ),  
    .cfg_ins_length                 (cfg_ins_length[15:0]       ),  
    .pcm_inst_data                  (pcm_inst_data[511:0]       ),  
    .pcm_inst_data_valid            (pcm_inst_data_valid        ),  
    .pcm_tx_data                    (pcm_tx_data[511:0]         ),  
    .pcm_tx_data_valid              (pcm_tx_data_valid          )   
);
inst_tx2dy #
(
    .U_DLY                          (U_DLY                      )  
)
u_inst_tx2dy
(
    .clk_sys                        (clk_sys                    ),  
    .rst_n                          (rst_n                      ),  
    .cfg_ins_length                 (cfg_ins_length[15:0]       ),  
    .dy_inst_data                   (dy_inst_data[511:0]        ),  
    .dy_inst_data_valid             (dy_inst_data_valid         ),  
    .dy_tx_data                     (dy_tx_data[127:0]          ),  
    .dy_tx_data_valid               (dy_tx_data_valid           )   
);
endmodule
--- ./run.sh ---
#!/bin/bash
# OpenROAD 26Q1-2900-gdf79404cd8, Yosys 0.63+post, stock flow scripts
make -C /OpenROAD-flow-scripts/flow DESIGN_CONFIG=/design/flow/config.mk WORK_HOME=/design/flow/orfs finish
--- ./config.mk ---
export PLATFORM = sky130hd
export DESIGN_NAME = inst_tx_top
export DESIGN_NICKNAME = inst_tx_top
export VERILOG_FILES = /design/flow/design.v
export SDC_FILE = /design/flow/constraint.sdc
export NUM_CORES = 4
export LEC_CHECK = 1
export CORE_AREA = 10 10 709 709
export DIE_AREA = 0 0 719 719
==> out/metrics.yaml <==
io-pin-count: 1864
die_x_um: 719
fp_util: 0.08699
crit_path_start: "rst_n"
ys_cells: 2742
area_growth_pct: 62.12
grt.total_usage: 0.1350
wl_per_cell_um: 33.24
grt_pass1_wl_um: 422400
drt_iter0_markers: 1170
numSynthFlops: 1144
synth.area.top_cells: "dfrtp_1, mux2_2, buf_4, ha_1, nor3_2"
syn_area_mm2: 0.04232
setup_viol: 0
grt_pass1_vias: 28700
htree_levels: 4
status: "complete, no violations"
p_sw_mw: 0.7173
antenna_found_initial: 109
worst_hold_path.endpoint: "u_inst_tx2pcm.pcm_tx_data[100]"
coreArea_mm2: 0.4865
timing.rr.start: "u_inst_tx_ctrl.step_en"
p_per_area_mw_per_mm2: 36.28
cts-root-buf: "clkbuf_16"
layout-drive-gt1-share: 0.2014
hold_depth: 0
clock_latency_ns: 0.85
numPortBuffers: 1847
dieArea_mm2: 0.5170
ir_drop_mv: 0.02608
gp_congestion: 1.039
post-place-ws_ns: 36.13
min_from: "u_inst_tx_ctrl.inst_data_latch[100]"
num_rows: 256
clkSinkCount: 1144
grt_max_degree: 119
synth.distinct_cells: 56
p_clk_frac: 0.405
crit_type: "primary input to asynchronous set/reset pin"
path_clk_slew_ns: 0.06
cts_buffers: 143
syn_area_per_cell_um2: 15.44
min_period_over_period: 0.2725
edf_count: 0
top_area_cell: "dfrtp_1"
clockBufferDepth: 4
drc: 0
overflow: 0
seq_area_frac_synth: 0.6764
slew_headroom: 0.1863
whs_ns: 0.3351
rsz0062_at_grt: "no"
endpoint_kind: "asynchronous set/reset pin"
cts_tree: "yes"
drtPass1Iterations: 4
swShare: 0.2881
cts-hold-fix-buffers: 0
fin_cells: 10640
p_seq_frac: 0.431
vias: 27360
ys_area_mm2: 0.04232
final.setup.worst_slack_ns: 37.18
tns_ns: 0
yosysWarnings: 3
max_cap_violations: 0
worstMarginPinSlew_ns: 1.217
chipHeight_um: 719
vias_per_cell: 2.573
hp-class: "register to register"
dominantRegCellSynth: "dfrtp_1"
leakagePower_nw: 27.34
max_freq_mhz: 71.82
layout_top_cell: "clkdlybuf4s50_1"
reg2reg_to: "u_inst_tx_ctrl.inst_data_latch[404]"
yosysTopAreaCellShare: 0.6764
cp-start-kind: "primary input"
fill_cells: 53820
cp_max_fo: 107
placed_area_mm2: 0.06402
ant_nets: 0
comb_power_share: 0.164
hpwlAfterDp_um: 315400
synthCells: 2742
cts_setup_buffers: 0
min_period_ns: 13.92
cts_resized: 0
fin_skew_ns: 0.07129
wirelength_um: 353500
post-place-cells: 10370
regToRegSetupSlack_ns: 46.37
intPower_mw: 1.772
arrival_ns: 14.79
async_flop_share: 1.000
warnings: 60
required_ns: 51.96
hold_violations: 0
drv_slew: 0
final_layout_top_logic_cells: "clkdlybuf4s50_1, dfrtp_1, mux2_2, clkbuf_16, inv_1"
final_area_mm2: 0.06862
reg2reg_depth: 7
[worst max path at each step]
stage	endpoint	slack [ns]	depth (start not counted)
final	u_inst_tx2pcm.pcm_tx_data[302]	37.18	7
after global routing	u_inst_tx_ctrl.inst_data_latch[304]	36.54	7
after CTS	u_inst_tx2pcm.pcm_tx_data[247]	37.06	7
[sequential cells by signal (all words and copies together) (netlist names)]
signal,count
u_inst_tx_ctrl.log_inst_data,65
u_inst_tx_ctrl.step_cnt,16
u_inst_tx_ctrl.log_inst_data_valid,1
u_inst_tx_ctrl.dy_inst_data_valid,1
u_inst_tx_ctrl.ins_txen,1
u_inst_tx2pcm.pcm_tx_data,384
u_inst_tx2pcm.pcm_tx_data_valid,1
u_inst_tx_ctrl.step_en,1
u_inst_tx_ctrl.ins_waitcnt,32
u_inst_tx2dy.dy_tx_data,127
u_inst_tx_ctrl.inst_data_latch,512
u_inst_tx_ctrl.pcm_inst_data_valid,1
u_inst_tx2dy.dy_tx_data_valid,1
u_inst_tx_ctrl.debug_tx_overflow,1
[per-stage QoR]
step | util | power, mW
floorplan | - | 1.126
global placement | 0.1316 | 1.513
global route | 0.1409 | 2.606
finish | 0.1410 | 2.490
CTS | 0.1409 | 2.556
detailed placement | 0.1316 | 1.513
[power by group through the flow]
stage         Sequential [mW]  Combinational [mW]  Clock, mW
CTS                      1.08               0.424       1.05
global route             1.08               0.437       1.09
finish                   1.07               0.408       1.01
[area by class of cell]
cell class	instances	area [um2]	area share
Inverter	61	229.0	0.003337
Antenna cell	24	60.06	0.0008753
Tap cell	6450	8070	0.1176
Multi-Input combinational cell	826	8313	0.1212
Clock inverter	52	520.5	0.007586
Sequential cell	1144	28630	0.4172
Clock buffer	193	4019	0.05857
Timing Repair Buffer	1885	18780	0.2737
[synthesized netlist by cell type (2+ instances only)]
cell type,count
and3_1,6
nand4_1,9
ha_1,51
buf_4,641
a21boi_1,3
inv_1,60
nor4_1,10
and4_1,8
clkbuf_1,10
nand4_2,3
dfrtp_1,1144
a21oi_1,16
o211ai_1,2
nor2_1,14
xnor2_1,30
nand2_1,24
a211oi_1,3
nor3_2,31
nand2b_1,2
nor2b_1,6
o21ai_0,11
and2_1,15
nand3_2,2
or3_1,6
nor4_2,6
nor4b_1,2
xor2_1,10
a221o_1,2
buf_2,54
a21o_1,3
buf_6,5
nand3_1,11
mux2_2,512
nor3_1,8
[routing by layer]
| layer | share of wire | global-route usage |
|---|---|---|
| met1 | 0.38 | 0.1550 |
| met2 | 0.43 | 0.1977 |
| met3 | 0.15 | 0.09603 |
| met5 | 0.0020 | 0.006319 |
| met4 | 0.043 | 0.04223 |
[worst max-delay path: stages]
cell and delay (ns):
buf_12 0.37, buf_4 0.54, buf_4 0.57, buf_4 0.61
buf_4 0.71, buf_4 0.65, buf_4 0.70
[cell families (layout without fill, tap and decap cells)]
family	Yosys count	count (layout)	share of synthesized area
xor gates and xnor gates	40	40	0.008277
muxes	513	513	0.1365
other	0	24	0
adders and majority gates	51	51	0.01508
AOI/OAI and AO/OA	51	51	0.008130
and+or+nand+nor	171	171	0.02788
DFF	1144	1144	0.6764
buffers and inverters	772	2191	0.1278
Power is estimated from default activity; no workload was simulated.
