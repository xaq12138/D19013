<file path="constraint.sdc">
current_design flash_user_cfg

set clk_period 10.9
set clk_io_pct 0.2

create_clock -name clk0 -period $clk_period [get_ports {clk_sys}]

set non_clock_inputs [all_inputs -no_clocks]
set_input_delay [expr $clk_period * $clk_io_pct] -clock clk0 $non_clock_inputs
set_output_delay [expr $clk_period * $clk_io_pct] -clock clk0 [all_outputs]
</file>
<file path="config.mk">
export PLATFORM = sky130hd
export DESIGN_NAME = flash_user_cfg
export DESIGN_NICKNAME = flash_user_cfg
export VERILOG_FILES = /design/flow/design.v
export SDC_FILE = /design/flow/constraint.sdc
export NUM_CORES = 4
export LEC_CHECK = 1
export CORE_AREA = 10 10 380 380
export DIE_AREA = 0 0 390 390
</file>
<file path="run.sh">
#!/bin/bash
# OpenROAD 26Q1-2900-gdf79404cd8, Yosys 0.63+post, stock flow scripts
make -C /OpenROAD-flow-scripts/flow DESIGN_CONFIG=/design/flow/config.mk WORK_HOME=/design/flow/orfs finish
</file>
<file path="design.v">
`timescale 1ns/1ps
module flash_user_cfg #
(
    parameter                       U_DLY = 1
)
(
    input                           clk_sys                     , 
    input                           rst_n                       , 
    input                    [15:0] inst_length                 , 
    output reg                      cfgfifo_rd_en               , 
    input                     [7:0] cfgfifo_rd_data             , 
    input                           cfgfifo_empty               , 
    output reg              [511:0] inst_data                   , 
    output reg                      inst_data_valid             , 
    output reg                      user_req                    , 
    input                           user_ack                    , 
    output reg                      user_done                   , 
    output reg                      user_en                     , 
    output reg               [31:0] user_cmd                    , 
    output reg                [7:0] user_wr_data                , 
    input                     [7:0] user_rd_data                , 
    input                           user_rd_data_valid            
);
localparam IDLE    = 4'b0000;
localparam GETINFO = 4'b0001;  
localparam ARBIT   = 4'b0011; 
localparam WRITE   = 4'b0010; 
localparam DONE    = 4'b0110;
reg                           [3:0] c_status                    ; 
reg                           [3:0] n_status                    ; 
reg                           [2:0] getinfo_cnt                 ; 
reg                           [7:0] wrstp_cnt                   ; 
reg                          [15:0] pkg_header                  ; 
reg                           [7:0] wrstep_length               ; 
reg                           [7:0] frame_cnt                   ; 
always @ (posedge clk_sys or negedge rst_n)
begin
    if(rst_n == 1'b0)
        c_status <= #U_DLY IDLE;
    else
        c_status <= #U_DLY n_status;
end
always @ (*)
begin
    case(c_status)
        IDLE    :
            begin
                if(cfgfifo_empty == 1'b0)
                    n_status = GETINFO;
                else
                    n_status = IDLE;
            end
        GETINFO :
            begin
                if(getinfo_cnt > 3'd4)
                    begin
                        if((pkg_header != 16'h0005) && (pkg_header != 16'h0007) && (pkg_header != 16'h000a))  
                            n_status = IDLE;
                        else
                            n_status = ARBIT;
                    end
                else
                    n_status = GETINFO;
            end
        ARBIT   :
            begin
                if(user_ack == 1'b1)
                    n_status = WRITE;
                else
                    n_status = ARBIT;
            end
        WRITE   :
            begin
                if(wrstp_cnt >= wrstep_length + 8'd1)
                    n_status = DONE;
                else
                    n_status = WRITE;
            end
        DONE    : n_status = IDLE;
        default : n_status = IDLE;
    endcase
end
always @ (posedge clk_sys or negedge rst_n)
begin
    if(rst_n == 1'b0)
        getinfo_cnt <= #U_DLY 3'd0;
    else
        begin
            if(c_status == GETINFO)
                getinfo_cnt <= #U_DLY getinfo_cnt + 3'd1;
            else
                getinfo_cnt <= #U_DLY 3'd0;
        end
end
always @ (posedge clk_sys or negedge rst_n)
begin
    if(rst_n == 1'b0)
        wrstp_cnt <= #U_DLY 8'd0;
    else
        begin
            if(c_status == WRITE)
                wrstp_cnt <= #U_DLY wrstp_cnt + 8'd1;
            else
                wrstp_cnt <= #U_DLY 8'd0;
        end
end
always @ (posedge clk_sys or negedge rst_n)
begin
    if(rst_n == 1'b0)
        cfgfifo_rd_en <= #U_DLY 1'b0;
    else
        begin
            if(((c_status == GETINFO) && (getinfo_cnt <= 3'd1)) || ((c_status == WRITE) && (wrstp_cnt <= wrstep_length - 8'd1)))
                cfgfifo_rd_en <= #U_DLY 1'b1;
            else
                cfgfifo_rd_en <= #U_DLY 1'b0;
        end
end
always @ (posedge clk_sys or negedge rst_n)
begin
    if(rst_n == 1'b0)
        pkg_header <= #U_DLY 16'd0;
    else
        begin
            if((getinfo_cnt >= 3'd2) && (getinfo_cnt <= 3'd3))
                pkg_header <= #U_DLY {pkg_header[7:0],cfgfifo_rd_data[7:0]};
            else
                ;
        end
end
always @ (posedge clk_sys or negedge rst_n)
begin
    if(rst_n == 1'b0)
        wrstep_length <= #U_DLY 8'd0;
    else
        begin
            if(getinfo_cnt == 3'd4)
                case(pkg_header)
                    16'h0005    : wrstep_length <= #U_DLY 8'd6;
                    16'h0007    : wrstep_length <= #U_DLY inst_length[7:0] + 8'd6;
                    16'h000a    : wrstep_length <= #U_DLY inst_length[7:0] + 8'd6;
                    default     : wrstep_length <= #U_DLY 8'd0;
                endcase
            else
                ;
        end
end
always @ (posedge clk_sys or negedge rst_n)
begin
    if(rst_n == 1'b0)
        user_req <= #U_DLY 1'b0;
    else
        begin
            if(c_status == ARBIT)
                user_req <= #U_DLY 1'b1;
            else
                user_req <= #U_DLY 1'b0;
        end
end
always @ (posedge clk_sys or negedge rst_n)
begin
    if(rst_n == 1'b0)
        user_en <= #U_DLY 1'b0;
    else
        begin
            if((c_status == WRITE) && (wrstp_cnt >= 8'd4) && (wrstp_cnt <= wrstep_length + 8'd1))
                user_en <= #U_DLY 1'b1;
            else
                user_en <= #U_DLY 1'b0;
        end
end
always @ (posedge clk_sys or negedge rst_n)
begin
    if(rst_n == 1'b0)
        user_cmd <= #U_DLY 32'd0;
    else
        begin
            if((c_status == WRITE) && (wrstp_cnt == 8'd3))
                begin
                    if(pkg_header == 16'h000a)
                        user_cmd[31] <= #U_DLY 1'b1;
                    else
                        user_cmd[31] <= #U_DLY 1'b0;
                    user_cmd[23:16] <= #U_DLY wrstep_length - 8'd2;
                    if(pkg_header == 16'h0005)
                        user_cmd[15:0] <= #U_DLY {4'd0,cfgfifo_rd_data[7:0],4'b0};  
                    else
                        user_cmd[15:0] <= #U_DLY {1'b1,cfgfifo_rd_data[7:0],7'd0};  
                end
            else
                ;
        end
end
always @ (posedge clk_sys or negedge rst_n)
begin
    if(rst_n == 1'b0)
        user_wr_data <= #U_DLY 8'd0;
    else
        user_wr_data <= #U_DLY cfgfifo_rd_data;
end
always @ (posedge clk_sys or negedge rst_n)
begin
    if(rst_n == 1'b0)
        user_done <= #U_DLY 1'b0;
    else
        begin
            if(c_status == DONE)
                user_done <= #U_DLY 1'b1;
            else
                user_done <= #U_DLY 1'b0;
        end
end
always @ (posedge clk_sys or negedge rst_n)
begin
    if(rst_n == 1'b0)
        frame_cnt <= #U_DLY 8'd0;
    else
        begin
            if(user_rd_data_valid == 1'b1)
                begin
                    if(frame_cnt < inst_length[7:0] + 8'd3)
                        frame_cnt <= #U_DLY frame_cnt + 8'd1;
                    else
                        frame_cnt <= #U_DLY 8'd0;
                end
            else
                ;
        end
end
always @ (posedge clk_sys or negedge rst_n)
begin
    if(rst_n == 1'b0)
        inst_data <= #U_DLY 512'd0;
    else
        begin
            if((user_rd_data_valid == 1'b1) && (frame_cnt > 8'd3))
                inst_data[(67-frame_cnt)*8+:8] <= #U_DLY user_rd_data;
            else
                ;
        end
end
always @ (posedge clk_sys or negedge rst_n)
begin
    if(rst_n == 1'b0)
        inst_data_valid <= #U_DLY 1'b0;
    else
        begin
            if((frame_cnt == inst_length[7:0] + 8'd3) && (user_rd_data_valid == 1'b1))
                inst_data_valid <= #U_DLY 1'b1;
            else
                inst_data_valid <= #U_DLY 1'b0;
        end
end
endmodule 
</file>
==> run_results.csv <==
group,metric,value,unit
final_timing,max_freq,172.8,MHz
floorplanning,fp.dieArea,152100,µm²
synthesis,synth-seq-area-share,59.63,%
placed_design,detailed_place_hpwl,64190,µm
setup_path,critical-path-top-cell-by-count,"sky130_fd_sc_hd__ha_1",
final_timing,setup_viol,0,
synthesis,ys_warn_count,1,
layout,nFillCells,14029,
final_timing,fin_crit_period,5.786,ns
setup_path,worstSetupEndpointType,"flip-flop",
setup_path,crit_path_cell_trace,"clkinv_1 -> ha_1 -> xor2_1 -> nand3b_1 -> or2_2 -> ha_1 -> or4_1 -> a211oi_4 -> nand3_1 -> nor3_1 -> nand3_2 -> mux2_2",
final_timing,maxSlewHeadroom,39.44,%
floorplanning,rows,135,
setup_path,crit_path_top_delay_cell,"sky130_fd_sc_hd__nor3_1",
power,power_switching,1.636,mW
final_timing,unrepaired_setup_endpoints_after_global_routing,"no",
flow_run,cap_violations,0,
setup_path,worst_path_largest_cell_delay,0.74,ns
final_timing,total_negative_slack_for_setup_checks,0,ns
layout,mostFrequentLayoutCell,"sky130_fd_sc_hd__dfrtp_1",
final_timing,maxSlewViolCount,0,
power,vdd_ir_drop_max,0.1284,mV
clock_network,cts.repair.resized,0,
power,cellLeakagePower,16.06,nW
clock_network,post-cts-setup-buffer-count,0,
setup_path,timing.critical_path.required,11.44,ns
flow_run,warnings,47,
setup_path,critical_path_class,"flip-flop to flip-flop",
global_routing,top_usage_layer,"met2",
synthesis,synth-edff-count,0,
final_timing,part_of_the_cycle_the_worst_path_needs,53.09,%
synthesis,fraction_of_synthesis_flops_using_an_asynchronous_set_or_reset_pin,100.0,%
synthesis,synth_flop_count,594,
final_timing,tightest_slew,0.9009,ns
placed_design,place_ws,5.067,ns
global_routing,grt_pass1_vias,16972,
synthesis,syn_area_per_cell,14.37,µm²
global_routing,met3_usage,5.255,%
route,routed_wirelength,90050,µm
power,power_report.internal_total,3.956,mW
synthesis,mapped_area,24930,µm²
clock_network,htree_num_levels,3,
clock_network,clk_path_buf_depth,3,
floorplanning,die_height,390,µm
floorplanning,ioPinCount,594,
synthesis,main_flop_type_after_synthesis,"sky130_fd_sc_hd__dfrtp_1",
hold_path,hold_path_class,"flip-flop to flip-flop",
route,initialDrtViolationCount,740,
clock_network,clk_latency,0.67,ns
power,share_seq_of_total_power,42.4,%
placed_design,portBuffers,574,
route,post_drt_wl_per_cell,21.60,µm
power,netSwitchingFraction,29.26,%
global_routing,grt_start_max_net_pins,119,
layout,layout-drive-gt1-share,31.24,%
setup_path,r2r_slack,5.11,ns
clock_network,postCtsHoldBufs,0,
floorplanning,core_util_floorplan,18.36,%
final_timing,final_critical_path_setup_slack,5.114,ns
global_routing,antenna_found_initial,15,
floorplanning,core_footprint,135800,µm²
route,drt_pre_antenna_iters,5,
power,cellPowerDensity,158.8,nW/µm²
layout,syn2layout_area_growth,41.23,%
clock_network,tritoncts,"done",
route,remaining_antenna_violation_count_after_routing,0,
global_routing,grt_overflow,0,
setup_path,worstSetupStartpointType,"flip-flop",
synthesis,syn-instance-count,1735,
synthesis,yosys_area,24930,µm²
global_routing,grt.total_usage,11.78,%
synthesis,yosys-stat-cells,1735,
synthesis,synth.lib_cells_used.distinct,70,
clock_network,cts.sinks,594,
global_routing,grt_util_met1,15.51,%
placed_design,gp_congestion,0.8170,
setup_path,worstPathMaxFanout,13,
final_timing,finalClockSkew,0.02670,ns
power,share_clk_of_total_power,42.6,%
setup_path,arrival,6.33,ns
global_routing,grt_use_met2,17.93,%
route,detailroute.via_count,16525,
global_routing,grt_first_pass_wirelength,128000,µm
route,vias_per_cell,3.964,
run_status,outcome,"completed",
floorplanning,die_w,390,µm
final_timing,hold_viol,0,
layout,final_layout_top_logic_cells,"593 x sky130_fd_sc_hd__dfrtp_1, 565 x sky130_fd_sc_hd__clkdlybuf4s50_1, 520 x sky130_fd_sc_hd__mux2_2",
route,drt_drc_violations_left,0,
clock_network,clk_transition_reported_paths,0.06,ns
clock_network,cts_inserted_buffers,72,
power,comb_power_share,15.0,%
clock_network,cts_root_buffer,"sky130_fd_sc_hd__clkbuf_16",
-- synth_stat cells (3+ instances only) --
| cell | number | share of area (%) |
|---|---|---|
| sky130_fd_sc_hd__a21o_1 | 5 | 0.15 |
| sky130_fd_sc_hd__a21oi_1 | 17 | 0.34 |
| sky130_fd_sc_hd__and2_1 | 11 | 0.28 |
| sky130_fd_sc_hd__and3_1 | 5 | 0.13 |
| sky130_fd_sc_hd__buf_1 | 13 | 0.20 |
| sky130_fd_sc_hd__buf_2 | 8 | 0.16 |
| sky130_fd_sc_hd__buf_4 | 13 | 0.39 |
| sky130_fd_sc_hd__clkbuf_1 | 72 | 1.1 |
| sky130_fd_sc_hd__dfrtp_1 | 593 | 60 |
| sky130_fd_sc_hd__ha_1 | 48 | 2.4 |
| sky130_fd_sc_hd__inv_1 | 29 | 0.44 |
| sky130_fd_sc_hd__mux2_1 | 6 | 0.27 |
| sky130_fd_sc_hd__mux2_2 | 520 | 23 |
| sky130_fd_sc_hd__mux2i_1 | 5 | 0.20 |
| sky130_fd_sc_hd__nand2_1 | 70 | 1.1 |
| sky130_fd_sc_hd__nand2b_1 | 6 | 0.15 |
| sky130_fd_sc_hd__nand3_1 | 36 | 0.72 |
| sky130_fd_sc_hd__nand3_2 | 12 | 0.48 |
| sky130_fd_sc_hd__nand4_1 | 16 | 0.40 |
| sky130_fd_sc_hd__nor2_1 | 36 | 0.54 |
| sky130_fd_sc_hd__nor2b_1 | 10 | 0.25 |
| sky130_fd_sc_hd__nor3_1 | 16 | 0.32 |
| sky130_fd_sc_hd__nor3_2 | 3 | 0.12 |
| sky130_fd_sc_hd__nor3_4 | 3 | 0.20 |
| sky130_fd_sc_hd__nor4_1 | 11 | 0.28 |
| sky130_fd_sc_hd__nor4_4 | 17 | 1.5 |
| sky130_fd_sc_hd__o2111ai_1 | 3 | 0.11 |
| sky130_fd_sc_hd__o21a_1 | 3 | 0.090 |
| sky130_fd_sc_hd__o21ai_0 | 29 | 0.58 |
| sky130_fd_sc_hd__o221ai_1 | 3 | 0.11 |
| sky130_fd_sc_hd__o22ai_1 | 5 | 0.13 |
| sky130_fd_sc_hd__o31a_1 | 3 | 0.11 |
| sky130_fd_sc_hd__o31ai_1 | 12 | 0.36 |
| sky130_fd_sc_hd__or2_2 | 4 | 0.10 |
| sky130_fd_sc_hd__or3_1 | 4 | 0.10 |
| sky130_fd_sc_hd__or4_1 | 3 | 0.090 |
| sky130_fd_sc_hd__xnor2_1 | 24 | 0.84 |
| sky130_fd_sc_hd__xor2_1 | 19 | 0.67 |
-- sequential cells by signal, summed over array words and instances, names as in the netlist --
name             cells
c_status             5
inst_data          512
wrstep_length        8
cfgfifo_rd_en        1
inst_data_valid      1
frame_cnt            8
pkg_header          16
user_done            1
wrstp_cnt            8
user_cmd            21
user_en              1
user_req             1
user_wr_data         8
getinfo_cnt          3
-- through the flow --
| step | power (mW) | instances | hold slack, ns | area [µm²] | utilization [%] |
|---|---|---|---|---|---|
| after floorplan | 2.948 | 1745 | 0.3544 | 24970 | - |
| after global placement | 3.253 | 4041 | 0.3630 | 32870 | 24.20 |
| after detailed placement | 3.261 | 4041 | 0.3675 | 32870 | 24.20 |
| after CTS | 5.705 | 4166 | 0.3895 | 35200 | 25.92 |
| after global routing | 5.880 | 4167 | 0.3963 | 35200 | 25.92 |
| final | 5.592 | 4169 | 0.3935 | 35210 | 25.92 |
-- logic make-up (layout without fill, tap and decap cells) --
family	Yosys count	in the layout	share of synthesized area [%]
DFF	594	594	59.63
other	1	14	0.01504
muxes	531	531	23.96
AOI/OAI and AO/OA	98	98	2.690
xor gates and xnor gates	45	45	1.641
adders and majority gates	48	48	2.409
and+or+nand+nor	279	279	7.238
buffers and inverters	139	779	2.409
-- power by group through the flow --
stage	Combinational, mW	Sequential [mW]	Clock [mW]
6_report	0.839	2.37	2.38
4_1_cts	0.855	2.37	2.48
5_1_grt	0.935	2.39	2.56
-- layout make-up --
class / instances / area [µm²] / area share, %
diodes: 3 / 7.507 / 0.02132
inverters: 30 / 112.6 / 0.3199
clock inverters: 26 / 294.0 / 0.8352
flip-flops and latches: 594 / 14870 / 42.23
repair buffers: 624 / 6113 / 17.37
clock buffers: 99 / 2034 / 5.779
multi-input cells: 1012 / 9549 / 27.12
well taps: 1781 / 2228 / 6.330
-- worst max-delay path: cells and delay by family, from the launching register on --
family,cells,cell delay [ns]
buf+inv,1,0.38
compound gates,1,0.45
fa+ha+maj,2,0.69
mux,1,0.43
simple gates,6,2.59
xor+xnor,1,0.46
flops,1,0.65
-- routing by layer --
metal / up-vias / part of all wire [%]
li1: 7390 / -
met1: 8451 / 42
met2: 549 / 45
met3: 127 / 10
met4: 8 / 2.8
met5: - / 0.051
-- path summary, 6_finish.rpt --
check	from	to	depth (start not counted)
worst min register to register	c_status[2]$_DFF_PN0_	user_done$_DFF_PN0_	0
worst min-delay path	c_status[2]$_DFF_PN0_	user_done$_DFF_PN0_	0
min in group asynchronous	rst_n	inst_data[467]$_DFFE_PN0P_	1
worst max-delay path	frame_cnt[2]$_DFFE_PN0P_	inst_data[358]$_DFFE_PN0P_	12
worst max register to register	frame_cnt[2]$_DFFE_PN0P_	inst_data[358]$_DFFE_PN0P_	12
max in group asynchronous	rst_n	inst_data[289]$_DFFE_PN0P_	4
Power figures rest on the tool's default switching activity, not on a simulated workload.
